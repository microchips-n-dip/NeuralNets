File: /design/flow/config.mk
export PLATFORM = sky130hd
export DESIGN_NAME = KoggeStoneAdder8
export DESIGN_NICKNAME = KoggeStoneAdder8
export VERILOG_FILES = /design/flow/design.v
export SDC_FILE = /design/flow/constraint.sdc
export NUM_CORES = 4
export LEC_CHECK = 1
export CORE_AREA = 10 10 70 70
export DIE_AREA = 0 0 80 80
File: /design/flow/constraint.sdc
current_design KoggeStoneAdder8

set clk_period 1.0
set clk_io_pct 0.2

create_clock -name clk0 -period $clk_period

set non_clock_inputs [all_inputs -no_clocks]
set_input_delay [expr $clk_period * $clk_io_pct] -clock clk0 $non_clock_inputs
set_output_delay [expr $clk_period * $clk_io_pct] -clock clk0 [all_outputs]
File: /design/flow/design.v
module KSA_G(g0, p1, g1, g2);
input g0;
input p1;
input g1;
output g2;
assign g2 = g1 | (g0 & p1);
endmodule
module KSA_Y(p0, g0, p1, g1, p2, g2);
input p0;
input g0;
input p1;
input g1;
output p2;
output g2;
assign p2 = p1 & p0;
assign g2 = g1 | (g0 & p1);
endmodule
module KoggeStoneAdder8(a, b, o, cin, cout);
input [7:0] a;
input [7:0] b;
input cin;
output [7:0] o;
output cout;
wire [7:0] p0 = a ^ b;
wire [7:0] g0 = a & b;
wire [7:1] p1;
wire [7:0] g1;
KSA_G ksag00(cin, p0[0], g0[0], g1[0]);
KSA_Y ksay01(p0[0], g0[0], p0[1], g0[1], p1[1], g2[1]);
KSA_Y ksay02(p0[1], g0[1], p0[2], g0[2], p1[2], g2[2]);
KSA_Y ksay03(p0[2], g0[2], p0[3], g0[3], p1[3], g2[3]);
KSA_Y ksay04(p0[3], g0[3], p0[4], g0[4], p1[4], g2[4]);
KSA_Y ksay05(p0[4], g0[4], p0[5], g0[5], p1[5], g2[5]);
KSA_Y ksay06(p0[5], g0[5], p0[6], g0[6], p1[6], g2[6]);
KSA_Y ksay07(p0[6], g0[6], p0[7], g0[7], p1[7], g2[7]);
wire [7:3] p2;
wire [7:0] g2;
assign g2[0] = g1[0];
KSA_G ksag11(cin, p1[1], g1[1], g2[1]);
KSA_G ksag12(g1[0], p1[2], g1[2], g2[2]);
KSA_Y ksay13(p1[1], g1[1], p1[3], g1[3], p2[3], g2[3]);
KSA_Y ksay14(p1[2], g1[2], p1[4], g1[4], p2[4], g2[4]);
KSA_Y ksay15(p1[3], g1[3], p1[5], g1[5], p2[5], g2[5]);
KSA_Y ksay16(p1[4], g1[4], p1[6], g1[6], p2[6], g2[6]);
KSA_Y ksay17(p1[5], g1[5], p1[7], g1[7], p2[7], g2[7]);
wire [7:7] p3;
wire [7:0] g3;
assign g3[0] = g2[0];
assign g3[1] = g2[1];
assign g3[2] = g2[2];
KSA_G ksag23(cin, p2[3], g2[3], g3[3]);
KSA_G ksag24(g2[0], p2[4], g2[4], g3[4]);
KSA_G ksag25(g2[1], p2[5], g2[5], g3[5]);
KSA_G ksag26(g2[2], p2[6], g2[6], g3[6]);
KSA_Y ksay27(p2[3], g2[3], p2[7], g2[7], p3[7], g3[7]);
KSA_G ksag37(cin, p3[7], g3[7], cout);
assign o[0] = cin ^ p0[0];
assign o[1] = g3[0] ^ p0[1];
assign o[2] = g3[1] ^ p0[2];
assign o[3] = g3[2] ^ p0[3];
assign o[4] = g3[3] ^ p0[4];
assign o[5] = g3[4] ^ p0[5];
assign o[6] = g3[5] ^ p0[6];
assign o[7] = g3[6] ^ p0[7];
endmodule
File: /design/flow/run.sh
#!/bin/bash
# OpenROAD 26Q1-2900-gdf79404cd8, Yosys 0.63+post, stock flow scripts
make -C /OpenROAD-flow-scripts/flow DESIGN_CONFIG=/design/flow/config.mk WORK_HOME=/design/flow/orfs finish
==> changes_impl.md <==
### Physical design

* Num ports at 26
* Switching part of the total at 32.21%
* Critical path capture point: o[1]
* Switching power total at 44.59 uW
* Hold Crit Class: in -> out
* Synthesized chip area reported by yosys at 121.4 um^2
* Largest net degree at the start of global routing at 2
* Log Warnings at 35
* Post-route ant nets at 0
* Critical path launch point: a[0]
* DRT Pass-1 Iters at 2
* Routed vias at around 180
* Logic pwr share at ~100%
* Fp_density at 3.553%
* Post-synth top area share at 43.30%
* Core area at ~3400 um^2
* Layout area overhead at 208.2%
* Syn_area_per_cell at 8.669 um^2
* Final HPWL DP at 750.1 um
* Post-Synthesis Cells at 14
* First-pass GRT wire length at about 970 um
* Final setup violation count at 2
* GRT Total Usage at 2.037%
* Critical Path Source Type: primary input
* Top cells, area: xnor2_1, xnor3_1, fa_1
* Flop area at 0 um^2
* Ys cells at 14
* Final Hold Viols at 0
* Clock power share at 0%
* Fmax at 853.1 MHz
* Worst Setup End Kind: output port
* PD cells at 370.0 nW/um^2
* Fin Hold WS at 0.7635 ns
* Port Buf Inserts at 25
* Cell area after synthesis at 121.4 um^2
* Failing checks: setup timing
* Grt total ovfl at 0
* Pint at 93.82 uW
* Clock buffers at 0
* Cell Type Count at 6
* Top Layout Cells: dlygate4sd2_1, buf_2, xnor2_1
* Minimum clock period at ~1.2 ns
* Leakage at 0.1930 nW
* Critical path data arrival time at 0.97 ns
* Status: complete, but fails checks
* Initial antenna violation count at 0
* Final Worst Setup Slack at -0.1723 ns
* Crit-path max FO at 1
* # fillers at 415
* RSZ-0062 raised after global routing: true
* # rows at 21
* Required time of the critical path at 0.80 ns
* Commonest Layout Cell: dlygate4sd2_1
* Post-route setup TNS at -0.3387 ns
* Share of cells above drive strength 1 at 39.47%
* Synth Seq Share at 0%
* Layout Utilization at around 11%
* Antenna cells at 0
* Post-Route WL at just under 800 um
* Max rail drop VDD at 0.00004713 V
* Max-slew violations at 0
* HP Start: a[7]
* MaxCap Viol Count at 0
* Biggest area consumer among synthesized cells: xnor2_1
* Die X at 80 um
* Die Footprint at 6400 um^2
* WL/cell at 9.202 um
* Ys Warns at 14
* Gpl congestion at 0.7238
* Fin crit share at 117.2%
* Via density at about 2.1
* Vias in the first global route at 183
* Sequential power share at 0%
* Initial DRC Count at 1
* Die Span Y at 80 um
* DRC at 0
* Seq_cells at 0
* CP Class: in -> out
per-stage QoR:
| step | power (mW) | cell area [um^2] | std cells | setup WS (ns) |
|---|---|---|---|---|
| detailed placement | 0.1985 | 424.2 | 84 | -1.008 |
| floorplan | 0.03847 | 123.9 | 14 | -0.001270 |
| CTS | 0.1452 | 364.1 | 84 | -0.3633 |
| global route | 0.1565 | 374.1 | 84 | -0.2200 |
| global placement | 0.1981 | 424.2 | 84 | -1.010 |
| finish | 0.1384 | 374.1 | 84 | -0.1723 |
Yosys cell counts, drive strengths merged:
master	n
xnor2	6
buf	1
conb	1
inv	4
fa	1
xnor3	1
worst min-delay path by stage:
stage,endpoint,slack [ns],cells after the start
after CTS,o[7],0.77,3
after global routing,o[7],0.78,3
final,o[7],0.76,3
per-layer routing:
layer	global-route usage, %	wire, um
met2	2.568	242
met3	1.136	120
met5	0	0
met1	3.054	410
met4	0	0
cell families (layout without fill, tap and decap cells):
logic type / after synthesis / count (layout) / synth area share [%]
buffers and inverters: 5 / 29 / 18.56
adders and majority gates: 1 / 1 / 16.50
other: 1 / 1 / 3.090
xor gates and xnor gates: 7 / 7 / 61.85
power groups by stage:
stage | Sequential (mW) | Combinational [mW] | Clock [mW]
after global routing | 0 | 0.156 | 0
after CTS | 0 | 0.145 | 0
final | 0 | 0.138 | 0
cell type report:
type | count | area [um^2] | area share, %
Timing Repair Buffer | 25 | 197.7 | 52.84
Inverter | 4 | 17.52 | 4.682
Multi-Input combinational cell | 9 | 101.3 | 27.09
Tap cell | 46 | 57.56 | 15.38
worst max-delay path, cell delays in order:
cell,delay [ns]
buf_6,0.07
inv_4,0.03
fa_2,0.36
xnor3_1,0.17
buf_2,0.13
repair_timing:
action,CTS,global route
gates resized,53,7
pin swaps,6,2
setup endpoints to repair,8,2
hold buffers,0,0
setup buffers,0,0
Power is estimated from default activity; no workload was simulated.
